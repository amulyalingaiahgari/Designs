<file path="flow/design.v">
module mem (d_out, d_in, rd, raddr, wr, waddr, clk, rst);
  input clk;
  input rst;
  input rd;
  input [4:0]raddr;
  input wr;
  input [4:0]waddr;
  input [15:0]d_in;
  output reg [15:0]d_out;
  reg [15:0]memory [0:31] ;
  always @(posedge clk) begin
    if (rst)
      memory[waddr] <= 0;
    else
      if(wr == 1)
      memory[waddr] <= d_in;
     else if(rd == 1)
      d_out <= memory[raddr];
    else
    memory [waddr] <= 0;
  end
endmodule
module mem64 (
  output reg [15:0] d_out,
  input [15:0] d_in,
  input rd,
  input [5:0] raddr,
  input wr,
  input [5:0] waddr,
  input clk,
  input rst );
  wire [15:0] dout0, dout1;
  wire rd0, rd1, wr0, wr1;
  wire [4:0] raddr0, raddr1, waddr0, waddr1;
  assign rd0 = rd & (raddr[5] == 1'b0);
  assign rd1 = rd & (raddr[5] == 1'b1);
  assign wr0 = wr & (waddr[5] == 1'b0);
  assign wr1 = wr & (waddr[5] == 1'b1);
  assign raddr0 = raddr[4:0];
  assign raddr1 = raddr[4:0];
  assign waddr0 = waddr[4:0];
  assign waddr1 = waddr[4:0];
  mem mem0(
    .d_out(dout0),
    .d_in(d_in),
    .rd(rd0),
    .raddr(raddr0),
    .wr(wr0),
    .waddr(waddr0),
    .clk(clk),
    .rst(rst)
  );
  mem mem1(
    .d_out(dout1),
    .d_in(d_in),
    .rd(rd1),
    .raddr(raddr1),
    .wr(wr1),
    .waddr(waddr1),
    .clk(clk),
    .rst(rst)
  );
  always @(*) begin
    case (raddr[5])
      1'b0: d_out = dout0;
      1'b1: d_out = dout1;
    endcase
  end
endmodule
</file>
<file path="flow/run.sh">
#!/bin/bash
# OpenROAD 26Q1-2900-gdf79404cd8, Yosys 0.63+post, stock flow scripts
make -C /OpenROAD-flow-scripts/flow DESIGN_CONFIG=/design/flow/config.mk WORK_HOME=/design/flow/orfs finish
</file>
<file path="flow/config.mk">
export PLATFORM = sky130hd
export DESIGN_NAME = mem64
export DESIGN_NICKNAME = mem64
export VERILOG_FILES = /design/flow/design.v
export SDC_FILE = /design/flow/constraint.sdc
export NUM_CORES = 4
export LEC_CHECK = 1
export CORE_UTILIZATION = 50
</file>
<file path="flow/constraint.sdc">
current_design mem64

set clk_period 11.7
set clk_io_pct 0.2

create_clock -name clk0 -period $clk_period [get_ports {clk}]

set non_clock_inputs [all_inputs -no_clocks]
set_input_delay [expr $clk_period * $clk_io_pct] -clock clk0 $non_clock_inputs
set_output_delay [expr $clk_period * $clk_io_pct] -clock clk0 [all_outputs]
</file>
==> impl_metrics.toml <==
# yosys + openroad results
[worst_setup_path]
startpoint_type = "input pin"
rrSetupSlack_ns = 9.98
worstSetupEndpointType = "primary output"
path_cells = "clkdlybuf4s50_1, mux2_2, clkdlybuf4s50_1"
critical-path-top-delay-family = "buffers and inverters"
r2r-end = "mem1.d_out[4]"
critPathBufInv = 2
cp_common_cell = "clkdlybuf4s50_1"
path_class = "in2out"
max_stage_delay_ns = 0.94
slowest_stage = "clkdlybuf4s50_1"
rr_startpoint = "mem1.memory[3][4]"
cp_max_fo = 18
startpoint = "raddr[5]"
required_ns = 9.36
cp.depth = 3
critPathArrivalTime_ns = 4.20
crit_end = "d_out[10]"
reg2reg_depth = 5

[clock_network]
clkSinkCount = 1056
cts_buffers = 102
max-clock-path-buffers = 3
htree_levels = 3
clock_latency_ns = 0.66
cts_setup_buffers = 0
cts-root-buf = "clkbuf_16"
holdBufCountCts = 0
cts_tree = "built"
cts_resized = 0
clk_pin_slew_ns = 0.06

[global_route]
grt_pass1_wl_um = 138000
grt.met2_usage = 0.332
grt_use_met1 = 0.355
grt_pass1_vias = 21978
busiest_layer = "met1"
grt_use_met3 = 0.198
track_usage = 0.250
grt_overflow = 0
grt_max_degree = 92
grt_antenna_before_repair = 5

[synthesis]
top_cells_by_area = "edfxtp_1 77%, mux2i_1 12%, a22oi_1 1.7%"
synth_area_mm2 = 0.0414
ys_seq_frac = 0.766
synth.distinct_cells = 28
async_reset_ff_frac = 0
largest_area_cell = "edfxtp_1"
yosys_warnings = 2
synthCells = 2365
postSynthAreaPerCell_um2 = 17.5
synth_top_area_share = 0.766
ys.flops = 1056
synthFlopType = "edfxtp_1"
ys_cells = 2365
synth_chip_area_mm2 = 0.0414
edf_count = 1056

[floorplan]
core_area_mm2 = 0.0820
pin_count = 48
dieArea_mm2 = 0.0840
die.size.y_um = 290
die_w_um = 290
fp_util = 0.505
rows = 105

[pwr]
switchingPower_mw = 1.58
power_frac_clock = 0.407
switching_share = 0.206
p_int_mw = 6.12
p_per_area_mw_per_mm2 = 165
cellLeakagePower_nw = 14.4
peakVddDrop_mv = 0.116
seqPwrFrac = 0.548
pwr-share-comb = 0.045
p_total_mw = 7.71

[routing]
routed_wl_um = 93100
routed_via_density = 5.76
vias = 21096
drc = 0
ant_nets = 0
routedWlPerCell_um = 25.4
dr.pass1.iters = 5
drt_first_iter_violations = 1319

[sta]
setup_viol = 0
fin_skew_ns = 0.0195
setup_slack_ns = 5.16
final-hold-violation-count = 0
min_period_ns = 6.54
min_period_over_period = 0.559
rsz0062_at_grt = "no"
finalSetupTns_ns = 0
max_freq_mhz = 153
relSlewSlack = 0.359
worstMarginPinSlew_ns = 0.961
slew_violations = 0

[placed_design]
gp_congestion = 0.860
place_area_mm2 = 0.0434
portBuffers = 47
pre_cts_ws_ns = 5.10
dp_hpwl_um = 55100

[cells_and_area]
final_common_cell = "edfxtp_1"
areaGrowthSynthToFinish_pct = 12.6
layout-drive-gt1-share = 0.112
final_area_mm2 = 0.0466
layout_top_cells = "1056 x edfxtp_1, 512 x mux2i_1, 123 x buf_4, 105 x nand2_1, 104 x clkbuf_16"

[job]
log.warning_count = 26
maxCapViolCount = 0

[worst_hold_path]
holdCritStartpoint = "mem0.memory[20][11]"
min_path_type = "reg2reg"

[run_status]
status = "complete, no violations"
[Yosys cell counts (2+ instances only)]
cell and number:
a21oi_1 96, a22o_1 64, a22oi_1 96, a31oi_1 32
and2_1 33, buf_1 5, buf_2 40, buf_4 30
buf_6 16, clkbuf_1 43, clkbuf_4 2, edfxtp_1 1056
inv_1 3, mux2_2 16, mux2i_1 512, nand2_1 105
nand2b_1 2, nand3_1 99, nand3b_1 3, nor2_1 67
nor2b_1 4, nor3_1 33, nor3b_1 2, or3b_2 2
[kinds of logic after synthesis]
family / count (synthesis) / synth area share
buf+inv: 139 / 0.0196
flops: 1056 / 0.766
compound gates: 289 / 0.0475
simple gates: 353 / 0.0393
mux: 528 / 0.128
[layer usage]
metal / wire [µm] / up-vias / part of all wire
met4: 1800 / 8 / 0.019
met5: 195 / - / 0.0021
met2: 40200 / 1062 / 0.43
met3: 16500 / 113 / 0.18
li1: - / 9603 / -
met1: 34400 / 10310 / 0.37
[per-stage QoR]
step	utilization	hold WS (ns)	instances
detailed placement	0.530	0.662	3470
global placement	0.530	0.652	3470
global route	0.569	0.724	3662
CTS	0.569	0.686	3659
floorplan	-	0.629	2365
finish	0.569	0.677	3662
[tightest hold or removal path, delay by kind of cell, from the launching register on]
| kind | cells | cell delay, ns |
|---|---|---|
| AOI/OAI and AO/OA | 1 | 0.07 |
| DFF | 1 | 0.32 |
| muxes | 1 | 0.06 |
| and+or+nand+nor | 2 | 0.13 |
[worst min-delay path by stage]
stage,end,slack (ns),depth (start not counted)
after CTS,mem0.d_out[12],0.69,4
after global routing,mem0.d_out[12],0.72,4
final,mem0.d_out[11],0.68,4
[sequential cells by signal, indices dropped and copies added, names as in the netlist]
signal       flops
mem0.memory    512
mem1.memory    512
mem0.d_out      16
mem1.d_out      16
[area by class of cell]
cell class                 count  area, µm²
sequential                  1056      31700
clock inverter                62        524
inverter                       3       11.3
clock buffer                 127       2690
multi-input combinational   1170       8930
timing repair buffer         171       1420
antenna                        3       7.51
tap                         1070       1340
fill                        5988      35300
[power groups by stage]
stage | sequential, mW | combinational, mW | clock, mW
4_1_cts | 4.23 | 0.346 | 3.18
5_1_grt | 4.23 | 0.375 | 3.33
6_report | 4.23 | 0.345 | 3.14
Power and IR drop assume default switching activity.
